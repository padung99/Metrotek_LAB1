==> flow/design.v <==
module serializer (
input  logic        clk_i,
input  logic        srst_i,
input  logic [15:0] data_i, 
input  logic [3:0]  data_mod_i,
input  logic        data_val_i,
output logic        ser_data_o,
output logic        ser_data_val_o,
output logic        busy_o
);
logic [4:0]         bit_index;
logic [15:0]        data_tmp;      
logic [3:0]         data_mod_tmp;  
enum logic  [1:0] {
  IDLE_S,
  WRITE_S,
  WRITE_FULL_S
} state, next_state;
always_ff @( posedge clk_i )
  if( srst_i )
    state <= IDLE_S;
  else
    state <= next_state;
always_comb
  begin
    next_state = state;
    case( state )
      IDLE_S:
        begin
          if( data_val_i )
            begin
              if( data_mod_i > 4'd2 )
                next_state =  WRITE_S;
              else 
                begin
                  if( ( data_mod_i == 4'd1 ) || ( data_mod_i == 4'd2 ) )
                    next_state = IDLE_S;
                  else if( data_mod_i == 4'd0 )
                    next_state = WRITE_FULL_S;
                end
            end
        end
      WRITE_S, WRITE_FULL_S:
        begin
          if( bit_index == 5'd15 )
            next_state = IDLE_S;
        end
      default:
        next_state = IDLE_S;
    endcase
end
always_ff @( posedge clk_i )
  begin
    if( state == IDLE_S )
      begin
        data_tmp     <= data_i;
        data_mod_tmp <= data_mod_i; 
        bit_index    <= 5'd0;
      end
    else if( state == WRITE_S || state == WRITE_FULL_S)
      begin
        if( bit_index == 5'd15 )
          bit_index  <= 5'd0;                                
        else 
          bit_index  <= bit_index + 5'd1;
      end
  end
always_comb
  begin
    busy_o         = 0;
    ser_data_o     = 0;
    ser_data_val_o = 0;
    case( state )
      IDLE_S:
        begin
          busy_o         = 0;
          ser_data_o     = 0;
          ser_data_val_o = 0;
        end
      WRITE_S:
        begin
          ser_data_o     = data_tmp[15-bit_index[3:0]];
          busy_o         = 1; 
          ser_data_val_o = 1; 
          if ( bit_index == 5'd15 + 5'd1 )
            begin
              busy_o         = 0; 
              ser_data_val_o = 0;               
            end       
          else if( bit_index == data_mod_tmp )
            ser_data_val_o = 0;  
          else if( ( bit_index > data_mod_tmp ) && ( bit_index < 5'd15 + 5'd1 ) )
            ser_data_val_o = 0;  
        end
      WRITE_FULL_S:
        begin
          ser_data_o     = data_tmp[15-bit_index[3:0]];
          busy_o         = 1; 
          ser_data_val_o = 1; 
          if ( bit_index == 5'd15 + 5'd1 )
            begin
              ser_data_val_o = 0; 
              busy_o         = 0;            
            end 
        end
    endcase
end
endmodule
==> flow/run.sh <==
#!/bin/bash
# OpenROAD 26Q1-2900-gdf79404cd8, Yosys 0.63+post, stock flow scripts
make -C /OpenROAD-flow-scripts/flow DESIGN_CONFIG=/design/flow/config.mk WORK_HOME=/design/flow/orfs finish
==> flow/config.mk <==
export PLATFORM = sky130hd
export DESIGN_NAME = serializer
export DESIGN_NICKNAME = serializer
export VERILOG_FILES = /design/flow/design.v
export SDC_FILE = /design/flow/constraint.sdc
export NUM_CORES = 4
export LEC_CHECK = 1
export CORE_AREA = 10 10 92 92
export DIE_AREA = 0 0 102 102
export SYNTH_HDL_FRONTEND = slang
==> flow/constraint.sdc <==
current_design serializer

set clk_period 2.4
set clk_io_pct 0.2

create_clock -name clk0 -period $clk_period [get_ports {clk_i}]

set non_clock_inputs [all_inputs -no_clocks]
set_input_delay [expr $clk_period * $clk_io_pct] -clock clk0 $non_clock_inputs
set_output_delay [expr $clk_period * $clk_io_pct] -clock clk0 [all_outputs]
==> impl.org <==
#+TITLE: Physical design notes

** Critical path
- Critical setup path kind :: register to primary output
- For this run, the slowest stage of the critical path takes roughly 540 ps.
- Worst path arrival time :: between 1500 and 2000 ps
- Cell-by-cell trace of the critical path :: buf_6 -> mux4_1 -> nand2_1 -> a21o_1 -> a21oi_1 -> dlygate4sd2_1
- Sort of element at the end of the critical path :: primary output
- For the worst setup path, the data required time is about 1900 ps.
- STA classifies the critical path startpoint as a register.
- Largest fanout on the critical path :: 6
- Critical path's slowest cell :: sky130_fd_sc_hd__mux4_1

** Placed design
- Placed cell area :: 1613 µm²
- The final weighted congestion recorded by global placement is 0.8904.
- The placement report lists the number of port buffers as 25.
- According to the dpl log, the detail-placed design has an HPWL of 2021 µm.
- Placed Cells :: 199
- At the placement stage, the worst setup path has a slack of 177.8 ps.

** Outcome
- The run finished with clean final reports.

** Floorplanning
- Vertical die dimension :: 102 µm
- Die x size :: 102 µm
- In this run the full chip footprint comes out at 10,400 µm².
- According to the floorplan report, the placeable core area is about 6500 µm².
- Row generation in the floorplan step produced 29 rows.
- Top-level I/O count :: 26
- Pre-Place Util :: 0.1928

** Clock tree
- CTS placed an instance of sky130_fd_sc_hd__clkbuf_8 at the clock tree root.
- Counting the buffers created by CTS gives 3.
- Looking at the clock tree report, the H-tree level count equals 1.
- Number of buffers added to fix hold violations after cts :: 0
- The skew report gives the latency at the later pin of the worst-skew pair as 270 ps.
- TritonCTS clock tree :: built
- The clock net in this run drives a total of 28 sinks.
- CTS reports a maximum clock tree buffer depth of 2.
- Clock transition at the register clock pins on the worst setup and hold paths after CTS :: 100 ps

** Cells and area
- By instance count after routing, the leading logic cell types are sky130_fd_sc_hd__clkdlybuf4s50_1, sky130_fd_sc_hd__edfxtp_1, sky130_fd_sc_hd__nor2_1.
- Fill cells in the final layout number 667.
- Fraction of layout instances using a drive strength above 1 :: 0.1417
- For the completed layout, the total cell area is recorded as 1693 µm².
- The finished layout holds 204 standard cells, fillers aside.
- Area growth from synthesis to final layout :: 35.98%
- By instance count after routing, the leading logic cell type is sky130_fd_sc_hd__clkdlybuf4s50_1.

** Global route
- GRT overflow :: 0
- The number of antenna violations at the first check in global routing was 0.
- Pin count of the biggest net entering global routing :: 18
- The number of global-route vias before repair was 918.
- First-pass GRT wire length :: ~4300 µm
- Total global-route track usage over all layers is 0.05011.

** Final timing
- Across all hold checks on the routed design, the worst slack comes to between 500 and 600 ps.
- Number of max-slew violations in the final report :: 0
- Final worst path period need :: 2278 ps
- After routing, the total negative slack on setup checks comes to 0 ps.
- RSZ-0062 raised after global routing :: no
- Min setup slack post-route :: 122.0 ps
- Slew at the pin with the worst max-slew slack :: just over 500 ps
- The last timing report of the flow puts the setup violation total at 0.
- On the final layout, the worst clock skew is 11.06 ps.
- Post-route period utilization is reported as 0.9491.
- In the final report, the number of hold violations comes to 0.
- The flow reports an fmax of 439.0 MHz.
- Across all checked pins, the minimum headroom to the slew limit is 0.6628.

** Drt
- The routed layout has 872 vias.
- In the log, the iteration count for the first detailed-route pass is 4.
- The routed design shows a wire length per standard cell of 12.62 µm.
- Violation count after the first detailed-routing iteration :: 15
- Wire length reported by the detailed router :: 2575 µm
- The detail route stage leaves a number of antenna-violating nets equal to 0.
- Diodes inserted :: 0
- The script parses the final routing iteration and logs DRC violations as 0.
- Per-cell via count in the routed design :: between 4 and 5

** Job
- The tool warning count for the run is 25.
- The run reported a max-capacitance violation count of 0.

** Synth
- Mean instance size in the synthesized netlist :: 13.10 µm²
- The synthesis stat section lists a flop and latch total of 28.
- Warnings reported by Yosys during synthesis add up to 0.
- Area reported by Yosys stat :: 1245 µm²
- Counting distinct cell types in the post-synthesis netlist gives 34.
- Post-synthesis cell area :: about 1200 µm²
- The synthesized instance count is between 90 and 100.
- Leading register cell type out of synthesis :: sky130_fd_sc_hd__edfxtp_1
- Share of flip-flops with an asynchronous set or reset after synthesis :: 0
- Counting flops with a built-in enable in the synthesized netlist gives 20.
- Count of instantiated cells in the yosys netlist :: 95
- Seq/Total Area, Yosys :: 0.6111

** Power and ir drop
- Standby leakage power :: between 0.0006 and 0.0007 µW
- Pwr per Cell Area :: 564.1 nW/µm²
- Maximum resistive drop on vdd :: about 0.00035 V

** Hold path
- The min-delay analysis places its worst path in the category register to register.
## stage by stage
stage	util	power, µW
2_1_floorplan	-	616.9
3_3_place_gp	0.2497	681.5
3_5_place_dp	0.2497	681.2
4_1_cts	0.2615	964.0
5_1_grt	0.2621	1001
6_report	0.2621	954.9
## synth_stat cells (all sizes together), types with 2 or more instances
cell type | count | area, µm²
edfxtp | 20 | 600.6
dfxtp | 8 | 160.2
nor2 | 8 | 30.03
inv | 6 | 22.52
a21oi | 5 | 25.02
ha | 5 | 62.56
nand2 | 5 | 18.77
mux2i | 4 | 40.04
nand3 | 3 | 15.01
a32oi | 2 | 17.52
and3 | 2 | 12.51
buf | 2 | 16.26
clkbuf | 2 | 7.510
mux4 | 2 | 52.55
nand4b | 2 | 17.52
o21ai | 2 | 10.01
## state kept, by name (all words and copies together) (netlist names)
signal / count
data_mod_tmp: 4
state: 3
data_tmp: 16
bit_index: 5
## power breakdown
| part | switching (µW) | internal, µW | leakage [µW] |
|---|---|---|---|
| clock | 140 | 147 | 0.0000288 |
| combinational | 41.0 | 61.2 | 0.000313 |
| sequential | 14.6 | 551 | 0.000268 |
## final timing paths
path             endpoint  slack (ps)          from  cells after the start
max            ser_data_o         120  bit_index[2]                      6
min          bit_index[4]         560  bit_index[4]                      2
max reg2reg  bit_index[0]         890  bit_index[1]                      6
min reg2reg  bit_index[4]         560  bit_index[4]                      2
## timing repair
item / CTS / global route
pin swaps: 4 / 0
gates resized: 8 / 1
setup endpoints to repair: 2 / 1
setup buffers: 1 / 0
## logic make-up after synthesis
group                      synth area share
muxes                               0.07437
adders and majority gates           0.05025
and+or+nand+nor                     0.09549
buffers and inverters               0.03718
DFF                                  0.6111
AOI/OAI and AO/OA                    0.1246
xor gates and xnor gates           0.007036
## layer usage
metal  vias up  routed length, µm  track usage  share of wire
li1        432                  -            -              -
met1       416               1105      0.06001           0.43
met2        22               1269      0.08790           0.49
met3         2                186      0.01772          0.072
met4         0                 13     0.005423         0.0050
met5         -                  0            0              0
## layout make-up
| type | instances | area, µm² | share of cell area |
|---|---|---|---|
| multi-input combinational | 57 | 450.4 | 0.2661 |
| sequential | 28 | 764.5 | 0.4516 |
| tap | 77 | 96.34 | 0.05691 |
| clock buffer | 4 | 55.05 | 0.03252 |
| timing repair buffer | 32 | 304.0 | 0.1796 |
| inverter | 6 | 22.52 | 0.01330 |
## critical path: cells and delay by family, from the launching register on
kind                   cells  cell delay, ps
flip-flops                 1             360
AND/OR/NAND/NOR            1              80
multiplexers               1             540
AND-OR/OR-AND              2             160
buffers and inverters      2             380
No activity file was given, so power comes from the tool's default toggle rates.

--- run.sh ---
#!/bin/bash
# OpenROAD 26Q1-2900-gdf79404cd8, Yosys 0.63+post, stock flow scripts
make -C /OpenROAD-flow-scripts/flow DESIGN_CONFIG=/design/flow/config.mk WORK_HOME=/design/flow/orfs finish
--- config.mk ---
export PLATFORM = sky130hd
export DESIGN_NAME = traffic_lights
export DESIGN_NICKNAME = traffic_lights
export VERILOG_FILES = /design/flow/design.v
export SDC_FILE = /design/flow/constraint.sdc
export NUM_CORES = 4
export LEC_CHECK = 1
export CORE_UTILIZATION = 50
export SYNTH_HDL_FRONTEND = slang
--- constraint.sdc ---
current_design traffic_lights

set clk_period 7.2
set clk_io_pct 0.2

create_clock -name clk0 -period $clk_period [get_ports {clk_i}]

set non_clock_inputs [all_inputs -no_clocks]
set_input_delay [expr $clk_period * $clk_io_pct] -clock clk0 $non_clock_inputs
set_output_delay [expr $clk_period * $clk_io_pct] -clock clk0 [all_outputs]
--- design.v ---
module traffic_lights #(
  parameter CLK_FREQ          = 2,
  parameter TIME_RED_YELLOW   = 10,
  parameter BLINK_TIME_GREEN  = 15,
  parameter HALF_PERIOD_BLINK = 3  
) (
  input  logic        clk_i,
  input  logic        srst_i,
  input  logic [2:0]  cmd_type_i,
  input  logic        cmd_valid_i,
  input  logic [15:0] cmd_data_i,
  output logic        red_o,
  output logic        yellow_o,
  output logic        green_o
);
localparam CLK_FREQ_RED_YELLOW   = CLK_FREQ*TIME_RED_YELLOW;
localparam CLK_FREQ_BLINK_GREEN  = CLK_FREQ*BLINK_TIME_GREEN;
localparam PERIOD_BLINK          = 2*HALF_PERIOD_BLINK;
logic        turn_on;
logic        turn_off;
logic        notransition;
logic        set_yellow_time;
logic        set_red_time;
logic        set_green_time;
logic [15:0] time_red;
logic [15:0] time_yellow;
logic [15:0] time_green;
logic [15:0] clk_red;
logic [15:0] clk_yellow;
logic [15:0] clk_green;
logic [15:0] clk_red_yellow;
logic [15:0] clk_blink_green;
logic [9:0] cnt_blink_yellow;
logic [9:0] cnt_blink_green;
logic        timeout_yellow;
logic        timeout_green;
logic        timeout_red;
logic        green_time_valid;
logic        red_time_valid;
logic        yellow_time_valid;
logic        yellow_prev;
logic        green_prev;
enum logic [2:0] {
  IDLE_S,
  RED_S,
  RED_YELLOW_S,
  GREEN_S,
  BLINK_GREEN_S,
  YELLOW_S,
  NOTRANSITION_S
} state, next_state;
always_ff @( posedge clk_i )
  begin
    if( srst_i )
      state <= IDLE_S;
    else
      state <= next_state;
  end
always_comb
  begin
    next_state = state;
    case( state )
      IDLE_S:
        begin
          if( turn_on && cmd_valid_i )
            next_state = RED_S;
          if( notransition && cmd_valid_i )
            next_state = NOTRANSITION_S;
        end
      RED_S:
        begin
          if( timeout_red ) 
            next_state = RED_YELLOW_S;
          if( turn_off && cmd_valid_i )
            next_state = IDLE_S;
          if( notransition && cmd_valid_i )
            next_state = NOTRANSITION_S;
        end
      RED_YELLOW_S:
        begin
          if( clk_red_yellow == CLK_FREQ_RED_YELLOW - 16'd1 )
            next_state = GREEN_S;
          if( turn_off && cmd_valid_i )
            next_state = IDLE_S; 
          if( notransition && cmd_valid_i )
            next_state = NOTRANSITION_S;
        end
      GREEN_S:
        begin
          if( timeout_green ) 
            next_state = BLINK_GREEN_S;
          if( turn_off && cmd_valid_i )
            next_state = IDLE_S;
          if( notransition && cmd_valid_i )
            next_state = NOTRANSITION_S;
        end
      BLINK_GREEN_S:
        begin
          if( clk_blink_green == CLK_FREQ_BLINK_GREEN - 16'd1 )
            next_state = YELLOW_S;
          if( turn_off && cmd_valid_i )
            next_state = IDLE_S;
          if( notransition && cmd_valid_i )
            next_state = NOTRANSITION_S;
        end
      YELLOW_S:
        begin
          if( timeout_yellow ) 
            next_state = RED_S;
          if( turn_off && cmd_valid_i )
            next_state = IDLE_S;
          if( notransition && cmd_valid_i )
            next_state = NOTRANSITION_S;
        end
      NOTRANSITION_S:
        begin
          if( turn_off && cmd_valid_i )
            next_state = IDLE_S;
          if( turn_on && cmd_valid_i )
            next_state = RED_S;
        end
      default:
        next_state = IDLE_S;
    endcase
  end
always_comb
  begin
    red_o    = 1'b0;
    yellow_o = yellow_prev;
    green_o  = green_prev;
    case( state )
      IDLE_S:
        begin
          red_o    = 1'b0;
          yellow_o = 1'b0;
          green_o  = 1'b0;
        end
      RED_S:
        begin
          red_o    = 1'b1;
          yellow_o = 1'b0;
          green_o  = 1'b0;
        end
      RED_YELLOW_S:
        begin
          red_o    = 1'b1;
          yellow_o = 1'b1;
          green_o  = 1'b0;
        end
      GREEN_S:
        begin
          red_o    = 1'b0;
          yellow_o = 1'b0;
          green_o  = 1'b1;
        end
      BLINK_GREEN_S:
        begin
          red_o    = 1'b0;
          yellow_o = 1'b0;
          if( cnt_blink_green == PERIOD_BLINK*CLK_FREQ - 10'd1 || cnt_blink_green == 10'h3FF)
            green_o = !green_prev;
        end
      YELLOW_S:
        begin
          red_o    = 1'b0;
          yellow_o = 1'b1;
          green_o  = 1'b0;
        end
      NOTRANSITION_S:
        begin
          red_o    = 1'b0;
          green_o  = 1'b0;
          if( cnt_blink_yellow == PERIOD_BLINK*CLK_FREQ - 10'd1 || cnt_blink_yellow == 10'h3FF )
            yellow_o = !yellow_prev;
        end        
    endcase
  end
always_ff @( posedge clk_i )
  begin
    case( state )
      IDLE_S:
        begin
        clk_red          <= 16'd0;
        clk_red_yellow   <= 16'd0; 
        clk_green        <= 16'd0;
        clk_blink_green  <= 16'd0;
        clk_yellow       <= 16'd0;   
        end 
      RED_S:
        begin
          if( clk_red == time_red*CLK_FREQ - 16'd2 )
            clk_red <= 16'd0;
          else if( !timeout_red )
            clk_red <= clk_red + 16'd1;          
        end
      RED_YELLOW_S:
        begin
          if( clk_red_yellow == CLK_FREQ_RED_YELLOW - 16'd1 )
            clk_red_yellow <= 16'd0;
          else
            clk_red_yellow <= clk_red_yellow + 16'd1;
        end
      GREEN_S:
        begin
        if( clk_green == CLK_FREQ*time_green  - 16'd2 )
          clk_green <= 16'd0;
        else if( !timeout_green )
          clk_green <= clk_green + 16'd1;
      end
      BLINK_GREEN_S:
        begin
          if( clk_blink_green == CLK_FREQ_BLINK_GREEN - 16'd1 )
            clk_blink_green <= 16'd0;
          else
            clk_blink_green <= clk_blink_green + 16'd1;
        end
      YELLOW_S:
        begin
          if( clk_yellow == time_yellow*CLK_FREQ - 16'd2 )
            clk_yellow <= 16'd0;
          else if( !timeout_yellow )
            clk_yellow <= clk_yellow + 16'd1;
        end
    endcase
  end
always_ff @( posedge clk_i )
  begin
    if( state == NOTRANSITION_S )
      begin
        if( cnt_blink_yellow == PERIOD_BLINK*CLK_FREQ - 10'd1 )
          cnt_blink_yellow <= 10'd0;
        else
          cnt_blink_yellow <= cnt_blink_yellow + 10'd1;
      end
    else
      cnt_blink_yellow <= 10'h3FF;
  end
always_ff @( posedge clk_i )
  begin
    if( state == RED_S )
      begin       
        if( clk_red == time_red*CLK_FREQ - 16'd2 )
          timeout_red <= 1'b1;
      end
    else
      timeout_red <= 1'b0;      
  end
always_ff @( posedge clk_i )
  begin
    if( state == GREEN_S )
      begin
        if( clk_green == CLK_FREQ*time_green  - 16'd2 )
          timeout_green <= 1'b1;
      end
    else
      timeout_green <= 1'b0;
  end
always_ff @( posedge clk_i )
  begin
    if( state == YELLOW_S )
      begin
        if( clk_yellow == time_yellow*CLK_FREQ - 16'd2 )
          timeout_yellow <= 1'b1;
      end
    else
      timeout_yellow <= 1'b0;
  end
always_ff @( posedge clk_i )
  begin
    if( state == BLINK_GREEN_S )
      begin
        if( cnt_blink_green == PERIOD_BLINK*CLK_FREQ - 10'd1 )
          cnt_blink_green <= 10'd0;
        else
          cnt_blink_green <= cnt_blink_green + 10'd1;
      end
    else
      cnt_blink_green  <= 10'h3FF;
  end
always_ff @( posedge clk_i )
  begin
    if( state == BLINK_GREEN_S )
      green_prev <= green_o;
    else
      green_prev <= 1'b0;
  end
always_ff @( posedge clk_i )
  begin
  if( state == NOTRANSITION_S )
    yellow_prev <= yellow_o;
  else
    yellow_prev <= 1'b0;
  end
assign green_time_valid  = ( cmd_valid_i ) && ( state == NOTRANSITION_S ) && ( set_green_time );
assign red_time_valid    = ( cmd_valid_i ) && ( state == NOTRANSITION_S ) && ( set_red_time );
assign yellow_time_valid = ( cmd_valid_i ) && ( state == NOTRANSITION_S ) && ( set_yellow_time );
always_ff @( posedge clk_i )
  begin
    if( green_time_valid )
      time_green  <= cmd_data_i;
  end
always_ff @( posedge clk_i )
  begin
    if( red_time_valid )
      time_red    <= cmd_data_i;
  end
always_ff @( posedge clk_i )
  begin
    if( yellow_time_valid )
      time_yellow <= cmd_data_i;
  end
assign turn_on         = ( cmd_type_i == 3'd0 );
assign turn_off        = ( cmd_type_i == 3'd1 );
assign notransition    = ( cmd_type_i == 3'd2 );
assign set_green_time  = ( cmd_type_i == 3'd3 );
assign set_red_time    = ( cmd_type_i == 3'd4 );
assign set_yellow_time = ( cmd_type_i == 3'd5 );
endmodule
==> Flow_metrics.wiki <==
== Metrics ==
{| class="wikitable"
! Metric !! Value
|-
| Status || finished, final reports clean
|-
| Min-delay worst type || flip-flop to flip-flop
|-
| Path depth of the worst reg2reg path || 10
|-
| Final Max Slew Viols || 0
|-
| R2R setup slack || 3.57 ns
|-
| Critical path buffer and inverter count || 1
|-
| Leading post-synthesis cells by instance count || sky130_fd_sc_hd__edfxtp_1, sky130_fd_sc_hd__nor2_1, sky130_fd_sc_hd__xor2_1
|-
| Post-DP HPWL || 13020 um
|-
| Measured slew at the worst slew-check pin || 1.022 ns
|-
| Count of clock tree sinks || 160
|-
| Count of unique library cells instantiated by Yosys || 74
|-
| Antenna violations before repair || 0
|-
| Leading cell type by number of instances after synthesis || sky130_fd_sc_hd__edfxtp_1
|-
| Area after detailed placement || 9308 sq um
|-
| Data required time at the worst endpoint || 5.76 ns
|-
| Number of violations of the max-capacitance limit || 0
|-
| Final worst clock skew || 0.01152 ns
|-
| Period utilization || 0.5966
|-
| Overall power consumption || 2.066 mW
|-
| Via density per instance || 5.702
|-
| Largest logic family || simple AND/OR/NAND/NOR gates
|-
| Post-layout min period || 4.296 ns
|-
| Adder-cell area share of the yosys netlist || 0.01551
|-
| Maximum level of the CTS H-tree || 4
|-
| Total GRT Usage || 0.2192
|-
| Post-synthesis share of cell area spent on xor and xnor gates || 0.1283
|-
| Die y size || between 100 and 150 um
|-
| Worst-skew pair later-pin latency || 0.42 ns
|-
| Accumulated negative setup slack || 0 ns
|-
| Crit. End Element || output pin
|-
| Clock tree buffer depth || 2
|-
| # setup viols final || 0
|-
| Reg2reg start || time_green[0]
|-
| Proportion of layout cells with a drive suffix above 1 || 0.07366
|-
| Number of standard cells after synthesis || 861
|-
| Cell depth of the worst hold path || 2
|-
| CP peak stage delay || 0.54 ns
|-
| Placement-stage worst setup slack || between 3 and 4 ns
|-
| Async SR Flop Fraction || 0
|-
| Beginning of the worst hold path || timeout_green
|-
| Warnings, synthesis || 0
|-
| Leakage power summed over all cells || about 3.4 nW
|-
| Post-synthesis simple-gate area fraction || 0.2398
|-
| Via total after detailed routing || 6392
|-
| Endpoint of the lowest-slack register-to-register path || clk_green[9]
|-
| Biggest fanout along the worst timing path || 6
|-
| CP top delay family || simple AND/OR/NAND/NOR gates
|-
| Setup WS post-layout || 2.904 ns
|-
| Chip footprint || 18290 sq um
|-
| Flops after synth || 160
|-
| Area fraction in mux cells || 0.002396
|-
| Highest Clock Rate || 0.2328 GHz
|-
| Dominant register cell || sky130_fd_sc_hd__edfxtp_1
|-
| Compound Share, Synth || 0.08401
|-
| Power density of the placed cells || 208.6 nW/um^2
|-
| Aggregate global routing overflow || 0
|-
| Post-route design area || 9905 sq um
|-
| Critical path class || flip-flop to output pin
|-
| Iteration-0 DRC count of the detailed router || ~520
|-
| Core outline area || 17300 sq um
|-
| CP cell instances || ha_1, nand3_1, nor4_1, a31oi_1, xnor2_1, a2111o_1, clkdlybuf4s50_1
|-
| Post-synth tally of flip-flops with integrated enable || 128
|-
| Wire length of the first global-routing pass || 29710 um
|-
| Max rail drop VDD || 0.0001808 V
|-
| Vias in the first global route || 5799
|-
| Setup Buffers After CTS || 0
|-
| Die Width || ~140 um
|-
| Layout area overhead || 11.59%
|-
| Startpoint type of the worst setup path || flip-flop
|-
| Buffers on Ports || 24
|-
| Cell accounting for the most synthesized area || sky130_fd_sc_hd__edfxtp_1
|-
| Clock root buffer master || sky130_fd_sc_hd__clkbuf_16
|-
| CTS tree || done
|-
| Final wirelength || 18170 um
|-
| Dominant cells by area after synthesis || sky130_fd_sc_hd__edfxtp_1, sky130_fd_sc_hd__dfxtp_1, sky130_fd_sc_hd__xor2_1
|-
| Worst-case headroom to the max-slew limit || 0.3121
|-
| Routed length per instance || 16.21 um
|-
| Slowest library cell on the worst path || sky130_fd_sc_hd__nor4_1
|-
| Placer congestion estimate || around 0.89
|-
| Final Core Density || 0.5726
|-
| Number of buffers added by the clock tree synthesis step || 17
|-
| Stage-log warning count || 26
|-
| Synth Cell Area || between 8000 and 9000 sq um
|-
| Worst Hold End || state[1]
|-
| Arr. time, crit path || 2.86 ns
|-
| Sequential share of the synthesized area || 0.5052
|-
| Pin count of the biggest net entering global routing || 19
|-
| Row count || 48
|-
| YS chip area || 8876 sq um
|-
| Top-area cell type share of the netlist area || 0.4330
|-
| RSZ-0062 raised after global routing || false
|-
| Final hold vios || 0
|-
| Floorplan-stage core utilization || 0.5132
|-
| I/O pin count || 25
|-
| Post-route ant nets || 0
|-
| Antenna Diode Count || 0
|-
| DRC violation count after routing || 0
|-
| Cts repair resizes || 0
|-
| Worst-path clk slew || 0.06 ns
|-
| Avg Cell Area, Syn || 10.31 sq um
|-
| First-pass detailed-route iteration total || 5
|-
| Hold buffer count at cts || 0
|-
| Cell count listed in synth_stat.txt || 861
|}
[per-layer routing]
layer	track usage	share of wire
met4	0.01935	0.0083
met3	0.06415	0.056
met5	0	0
met1	0.3736	0.49
met2	0.3088	0.45
[logic make-up (layout without fill, tap and decap cells)]
family                   count (synthesis)  in the layout
buffers and inverters                   49             84
AND-OR/OR-AND                          107            107
AND/OR/NAND/NOR                        402            402
adder cells (fa/ha/maj)                 11             11
XOR/XNOR                               130            130
flip-flops                             160            160
multiplexers                             2              2
[placed cells by master (no fill, tap or decap), types with 9 or more instances in the layout]
master	n
sky130_fd_sc_hd__nor4_1	22
sky130_fd_sc_hd__nor2_1	112
sky130_fd_sc_hd__nor2_2	10
sky130_fd_sc_hd__o21ai_0	25
sky130_fd_sc_hd__a31oi_1	10
sky130_fd_sc_hd__clkdlybuf4s50_1	24
sky130_fd_sc_hd__nand3_1	47
sky130_fd_sc_hd__inv_1	24
sky130_fd_sc_hd__a21oi_1	20
sky130_fd_sc_hd__clkbuf_16	21
sky130_fd_sc_hd__ha_1	11
sky130_fd_sc_hd__xnor2_1	57
sky130_fd_sc_hd__xor2_1	73
sky130_fd_sc_hd__nand2b_1	9
sky130_fd_sc_hd__and3_1	33
sky130_fd_sc_hd__edfxtp_1	128
sky130_fd_sc_hd__nor2b_1	10
sky130_fd_sc_hd__nand4_1	18
sky130_fd_sc_hd__nor3_1	19
sky130_fd_sc_hd__nand2_1	56
sky130_fd_sc_hd__or3_1	13
sky130_fd_sc_hd__dfxtp_1	32
[sequential cells by signal, summed over array words and instances (netlist names)]
signal	cells
clk_blink_green	16
clk_green	16
clk_red	16
clk_red_yellow	16
clk_yellow	16
cnt_blink_green	10
cnt_blink_yellow	10
green_prev	1
state	7
time_green	16
time_red	16
time_yellow	16
timeout_green	1
timeout_red	1
timeout_yellow	1
yellow_prev	1
[per-stage QoR]
step,std cells,hold WS [ns]
final,1121,0.4881
after floorplan,861,0.4495
after CTS,1121,0.4826
after global placement,1089,0.4731
after detailed placement,1089,0.4681
after global routing,1121,0.4983
[worst register-to-register path: stages (launching register included)]
cell and delay [ns]:
sky130_fd_sc_hd__edfxtp_1 0.47, sky130_fd_sc_hd__inv_1 0.10, sky130_fd_sc_hd__ha_1 0.20, sky130_fd_sc_hd__or4b_1 0.67, sky130_fd_sc_hd__or4b_1 0.57, sky130_fd_sc_hd__a21oi_1 0.17, sky130_fd_sc_hd__nor3_1 0.08, sky130_fd_sc_hd__nor3_1 0.29
sky130_fd_sc_hd__nand4_1 0.27, sky130_fd_sc_hd__a31oi_1 0.25, sky130_fd_sc_hd__buf_4 0.27
[worst max path at each step]
stage | start | to | cells past startpoint
6_report | cnt_blink_yellow[0] | yellow_o | 7
5_1_grt | cnt_blink_yellow[2] | yellow_o | 7
4_1_cts | cnt_blink_yellow[2] | yellow_o | 7
[where the power goes]
part           switching (mW)  internal (mW)
Clock                   0.356          0.536
Combinational          0.0567         0.0546
Sequential             0.0380           1.02
Total                   0.451           1.62
[final cells by class]
type                    count  area, sq um
repair buffers             28        270.3
clock inverters             6        41.29
inverters                  24        90.09
multi-input cells         652         4182
clock buffers              26        555.5
fillers                  1425         7392
well taps                 225        281.5
flip-flops and latches    160         4484
Power is estimated from default activity; no workload was simulated.

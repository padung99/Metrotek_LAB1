**flow/run.sh**
```bash
#!/bin/bash
# OpenROAD 26Q1-2900-gdf79404cd8, Yosys 0.63+post, stock flow scripts
make -C /OpenROAD-flow-scripts/flow DESIGN_CONFIG=/design/flow/config.mk WORK_HOME=/design/flow/orfs finish
```
**flow/config.mk**
```make
export PLATFORM = sky130hd
export DESIGN_NAME = priority_encoder
export DESIGN_NICKNAME = priority_encoder
export VERILOG_FILES = /design/flow/design.v
export SDC_FILE = /design/flow/constraint.sdc
export NUM_CORES = 4
export LEC_CHECK = 1
export CORE_AREA = 10 10 70 70
export DIE_AREA = 0 0 80 80
export SYNTH_HDL_FRONTEND = slang
```
**flow/constraint.sdc**
```tcl
current_design priority_encoder

set clk_period 1.0
set clk_io_pct 0.2

create_clock -name clk0 -period $clk_period [get_ports {clk_i}]

set non_clock_inputs [all_inputs -no_clocks]
set_input_delay [expr $clk_period * $clk_io_pct] -clock clk0 $non_clock_inputs
set_output_delay [expr $clk_period * $clk_io_pct] -clock clk0 [all_outputs]
```
**flow/design.v**
```verilog
module priority_encoder #
(
  parameter WIDTH = 5
) (
  input  logic             clk_i,
  input  logic             srst_i,
  input  logic [WIDTH-1:0] data_i,
  input  logic             data_val_i,
  output logic [WIDTH-1:0] data_left_o,
  output logic [WIDTH-1:0] data_right_o,
  output logic             data_val_o
);
integer             r;
integer             l;
logic   [WIDTH-1:0] left;   
logic   [WIDTH-1:0] right;  
always_ff @( posedge clk_i )
  begin
    if( srst_i )
      data_val_o <= 1'b0;
    else
      data_val_o <= data_val_i;
  end
always_ff @( posedge clk_i )
  begin
    data_left_o  <= left;
    data_right_o <= right;
  end
always_comb
  begin
    left = (WIDTH)'(0);
    for( l = WIDTH - 1; l >= 0; l-- )
      if( data_i[l] )  
        break;
    for( int i = 0; i < WIDTH; i++ )
      if( i != l )
        left[i]  =  1'b0;
      else
        left[i]  =  1'b1;
  end
always_comb
  begin
    right = (WIDTH)'(0);
    for( r = 0; r < WIDTH; r++)
      if( data_i[r] )  
          break;
    for( int i = 0; i < WIDTH; i++ )
      if( i != r )
        right[i]  =  0;
      else
        right[i]  =  1;
  end
endmodule
```
==> deck_impl_summary.md <==
Physical Implementation Snapshot

Setup path
  – Crit path buf inv count: 1
  – Critical path peak fanout: 1
  – CP Launch Type: register
  – WP data required: 800 ps
  – CP endpoint kind: primary output
  – Largest delay contributor family on the critical path: flip-flops
  – Setup CP Type: reg -> out
  – Slowest-stage cell, CP: dfxtp_1
  – Worst path cell trace: clkdlybuf4s15_1
  – Max stage delay on crit path: 310 ps
  – Arrival time worst endpoint: 740 ps

Final timing
  – Fmax: 1059 MHz
  – Endpoints failing hold: 0
  – Slew Viols, Final: 0
  – Unrepaired setup endpoints after global routing: false
  – Fin worst setup slack: 56.02 ps
  – Worst Tran Pin Value: 226.0 ps
  – Post-route minimum period: 944.0 ps
  – WHS: 470.6 ps
  – Total negative setup slack: 0 ps
  – Max-slew headroom: 84.79%
  – Cycle use final: 94.40%
  – Final setup violation count: 0

Synthesis
  – Chip Area, Yosys: 306.5 µm²
  – Syn Inst Count: 24
  – Seq share, synth: 71.84%
  – Synth Area per Inst: 12.77 µm²
  – Distinct lib cells: 9
  – Synth warn: 0
  – Syn Std Cell Area: 306.5 µm²
  – Yosys cell count: 24
  – Synth area leaders: dfxtp_1 72%, nor4b_1 5.7%, nor3b_1 4.9%, nor2b_1 4.1%, nor4_1 4.1%
  – Dominant cell area share: 71.84%
  – Synthesized flop and latch total: 11
  – Leading area contributor after synthesis: dfxtp_1

Clock network
  – CTS tree: yes
  – H-tree Lvls: 1
  – Clock slew at reported path FFs: 70 ps
  – Clock Tree Buf Depth: 2
  – Cts bufs inserted: 3
  – Hold_buf cts: 0
  – CTS root buffer: clkbuf_4
  – Clk sink count: 11

Layout
  – Non-filler cells, final: 90
  – Share of cells above drive strength 1: 31.82%
  – Fill count: 388
  – Area grow syn2layout: 81.22%
  – Top cells excl fill/tap: 7 x dfxtp_1, 7 x clkdlybuf4s50_1, 7 x clkdlybuf4s15_1, 4 x dfxtp_2, 4 x clkbuf_2

Floorplan
  – Die x size: 80 µm
  – # IOs: 19
  – Core ar.: 3416 µm²
  – Die footprint: 6400 µm²
  – Fp_density: 8.974%
  – Die height: 80 µm
  – Rows: 21

Global routing
  – Vias in the first global route: 268
  – Gr ovfl total: 0
  – First-pass GRT wire length: 1.186 mm
  – GRT Util Overall: 2.287%
  – Largest net degree at the start of global routing: 8
  – Initial antenna violation count: 0

Flow run
  – OpenROAD warnings: 25
  – Number of max-cap violations: 0

Hold path
  – Worst hold-check path type: in -> reg

Routing
  – Number of remaining DRC errors: 0
  – First DRT Iteration DRCs: 19
  – Routed WL: 830 µm
  – DRT antenna net count: 0
  – Via Count: 243
  – Diode count: 0
  – 1st-pass router iterations: 3
  – Vias/cell: 2.700
  – WL/cell: 9.222 µm

Power and ir drop
  – Lkg Pwr: 0.2085 nW
  – Worst vdd ir: 290.7 µV
  – Power Density: 1477 nW/µm²

Placement
  – Port bufs: 18
  – GP Congestion: 0.6336
  – Hpwl dp: 714.3 µm
  – # placed instances: 86
  – Placement Setup Slack: -183.3 ps

Status
  – Status: finished, final reports clean
-- state kept, by name, indices dropped and copies added (netlist names) --
| register | cells |
|---|---|
| data_right_o | 5 |
| data_val_o | 1 |
| data_left_o | 5 |
-- metrics by stage --
step | total power (W) | instance area [µm²] | util (%)
floorplan | 0.0004796 | 306.5 | -
global route | 0.0008898 | 555.5 | 16.26
CTS | 0.0008411 | 563.0 | 16.48
finish | 0.0008205 | 555.5 | 16.26
detailed placement | 0.0005548 | 536.8 | 15.71
global placement | 0.0005545 | 536.8 | 15.71
-- final cells by class --
| type | instances | area (µm²) | area share [%] |
|---|---|---|---|
| clock buffer | 3 | 22.52 | 4.054 |
| clock inverter | 1 | 5.005 | 0.9009 |
| multi-input combinational | 11 | 85.08 | 15.32 |
| sequential | 11 | 225.2 | 40.54 |
| tap | 46 | 57.56 | 10.36 |
| timing repair buffer | 18 | 160.2 | 28.83 |
-- cells by family after synthesis --
| kind of cell | after synthesis | share of synthesized area (%) |
|---|---|---|
| DFF | 11 | 71.84 |
| buffers and inverters | 2 | 2.450 |
| and+or+nand+nor | 11 | 25.72 |
-- worst paths after layout --
| path | from | endpoint | slack, ps | cells after the start |
|---|---|---|---|---|
| min | srst_i | data_val_o$_SDFF_PP0_ | 470 | 2 |
| max | data_right_o[3]$_DFF_P_ | data_right_o[3] | 60 | 1 |
-- synthesized netlist by cell type --
cell type	instances
and2b_2	1
nor2b_1	2
clkbuf_1	2
nand2b_1	1
and2_1	1
nor4_1	2
dfxtp_1	11
nor4b_1	2
nor3b_1	2
-- routing by layer --
metal	global-route usage, %	up-vias	part of all wire [%]
met1	1.766	112	27
met5	0	-	0
li1	-	121	-
met2	4.735	8	62
met4	1.408	0	2.7
met3	0.5682	2	7.8
-- power by group --
| part | total [W] | switching, W | internal [W] |
|---|---|---|---|
| clock | 0.000285 | 0.000137 | 0.000148 |
| sequential | 0.000460 | 0.00000426 | 0.000456 |
| combinational | 0.0000751 | 0.0000235 | 0.0000516 |
-- repair_timing --
action	CTS	global route
endpoints found under the setup margin	11	7
gates resized	21	10
setup buffers	0	0
cloned	0	0
Power figures rest on the tool's default switching activity, not on a simulated workload.
